==> flow/design.v <==
`default_nettype none
`timescale 1ns/1ns
module registers #(
    parameter THREADS_PER_BLOCK = 4,
    parameter THREAD_ID = 0,
    parameter DATA_BITS = 8
) (
    input wire clk,
    input wire reset,
    input wire enable,  
    input reg [7:0] block_id,
    input reg [3:0] core_state,
    input reg [3:0] decoded_rd_address,
    input reg [3:0] decoded_rs_address,
    input reg [3:0] decoded_rt_address,
    input reg decoded_reg_write_enable,
    input reg decoded_nzp_write_enable,
    input reg [2:0] decoded_nzp,
    input reg [1:0] decoded_reg_input_mux,
    input reg [DATA_BITS-1:0] decoded_immediate,
    input reg [DATA_BITS-1:0] alu_out,
    input reg [DATA_BITS-1:0] lsu_out,
    input reg  [$clog2(THREADS_PER_BLOCK):0]   thread_count,
    output reg [2:0] nzp,
    output reg [7:0] rs,
    output reg [7:0] rt
);
    localparam ARITHMETIC   = 2'b00,
               MEMORY       = 2'b01,
               CONSTANT     = 2'b10,
               MOVC         = 2'b11;
    reg [7:0] registers[15:0];
    always @ (posedge clk) begin
        if (reset) begin
            nzp <= 3'b0;
        end
        else if (enable) begin
            if (core_state == 4'b0111 && decoded_nzp_write_enable) begin 
                nzp[2] <= alu_out[2];
                nzp[1] <= alu_out[1];
                nzp[0] <= alu_out[0];
            end
        end
    end
    always @(posedge clk) begin
        if (reset) begin
            rs <= 0;
            rt <= 0;
            registers[0] <= 8'b0;
            registers[1] <= 8'b0;
            registers[2] <= 8'b0;
            registers[3] <= 8'b0;
            registers[4] <= 8'b0;
            registers[5] <= 8'b0;
            registers[6] <= 8'b0;
            registers[7] <= 8'b0;
            registers[8] <= 8'b0;
            registers[9] <= 8'b0;
            registers[10] <= 8'b0;
            registers[11] <= 8'b0;
            registers[12] <= 8'b0;
            registers[13] <= 8'b0;               
            registers[14] <= 8'b0;       
            registers[15] <= THREAD_ID;          
        end 
        else if (enable) begin 
            registers[13] <= block_id;  
            registers[14] <= thread_count;
            if (core_state == 4'b0011) begin 
                rs <= registers[decoded_rs_address];
                rt <= registers[decoded_rt_address];
            end
            if (core_state == 4'b0111) begin 
                if (decoded_reg_write_enable && decoded_rd_address < 13) begin
                    case (decoded_reg_input_mux)
                        ARITHMETIC: begin 
                            registers[decoded_rd_address] <= alu_out;
                        end
                        MEMORY: begin 
                            registers[decoded_rd_address] <= lsu_out;
                        end
                        CONSTANT: begin 
                            registers[decoded_rd_address] <= decoded_immediate;
                        end
                        MOVC: begin 
                            if ((nzp & decoded_nzp) != 3'b0) begin
                                registers[decoded_rd_address] <= rs;
                            end
                        end
                    endcase
                end
            end
        end
    end
endmodule
==> flow/run.sh <==
#!/bin/bash
# OpenROAD 26Q1-2900-gdf79404cd8, Yosys 0.63+post, stock flow scripts
make -C /OpenROAD-flow-scripts/flow DESIGN_CONFIG=/design/flow/config.mk WORK_HOME=/design/flow/orfs finish
==> flow/config.mk <==
export PLATFORM = sky130hd
export DESIGN_NAME = registers
export DESIGN_NICKNAME = registers
export VERILOG_FILES = /design/flow/design.v
export SDC_FILE = /design/flow/constraint.sdc
export NUM_CORES = 4
export LEC_CHECK = 1
export CORE_UTILIZATION = 30
==> flow/constraint.sdc <==
current_design registers

set clk_period 5.4
set clk_io_pct 0.2

create_clock -name clk0 -period $clk_period [get_ports {clk}]

set non_clock_inputs [all_inputs -no_clocks]
set_input_delay [expr $clk_period * $clk_io_pct] -clock clk0 $non_clock_inputs
set_output_delay [expr $clk_period * $clk_io_pct] -clock clk0 [all_outputs]
==> deck_impl_summary.md <==
Physical Implementation Snapshot

Die
  – Core Area: 27,200 sq um
  – Die span in y: between 150 and 200 um
  – Fp util: 0.309
  – Die area: 28,600 sq um
  – Die width: around 170 um
  – I/O pin total: about 80
  – FP Rows: approximately 60

Worst setup path
  – Crit path launch type: input port
  – Crit path largest cell delay: roughly 0.81 ns
  – Crit path DAT: around 3.8 ns
  – Critical path class: in -> reg
  – Max FO, Critical Path: 19
  – Worst path slowest cell: o21bai_1
  – CP Cell Sequence: clkdlybuf4s50_1 -> nand4b_2 -> nor3_4 -> nand4b_2 -> o21bai_1
  – Crit path max-delay family: simple AND/OR/NAND/NOR gates
  – Buf+Inv Stages, Crit Path: 1
  – Most used cell along the critical path: nand4b_2
  – CP endpoint kind: flip-flop
  – WP data required: ~5.4 ns

Power
  – Sequential share of power: 0.478
  – Power per standard cell area: roughly 270 nW/um^2
  – Comb pwr share: 0.124
  – P_int: around 2.1 mW
  – Maximum VDD drop: 182 uV
  – Switching Fraction: 0.237
  – NetSw: ~0.66 mW
  – Lkg Pwr: about 3.4 nW
  – Clock Power Share: 0.398

Flow run
  – Max Cap Violations: 0
  – Tool warnings: 25

Global routing
  – Vias in the first global route: roughly 6,100
  – First-pass GRT wire length: 38.0 mm
  – Initial antenna violation count: 0
  – Total track usage: 0.192
  – GR Overflow Total: 0
  – Largest net degree at the start of global routing: approximately 44

Detailed routing
  – Top sig layer: met4
  – Detailed Route WL: approximately 26 mm
  – Via Count: between 6,000 and 7,000
  – Met3 Routed Length: approximately 2.3 mm
  – DRT iter0 DRCs: about 520
  – Average routed wire per standard cell: between 20 and 25 um
  – Metal-1 WL: about 10 mm
  – Inserted Diodes: 0
  – Drt first pass iters: 5
  – Via density: 5.45
  – Metal2 WL: between 10 and 15 mm
  – Post-route ant nets: 0
  – DRC violations left: 0

Clock network
  – CTS root buf: clkbuf_16
  – Clk Latency, worst-skew pair: 0.41 ns
  – CTS Hold Bufs: 0
  – TritonCTS clock tree: built
  – H-tree levels: 4
  – PostCTS Resize Cnt: 0
  – Setup bufs post-CTS: 0
  – Clock Path Buffers: 2
  – Clk sinks: between 100 and 150
  – Clk pin slew, worst setup/hold paths: ~0.060 ns
  – CTS buffer count: 17

Finish
  – Register Area: 4220 sq um
  – Area delta synth->final: 20.9%
  – Logic area: 3820 sq um
  – Share of post-route cells with drive strength above 1: 0.185
  – Fill cell count: 2,563
  – End-of-flow core utilization: 0.373
  – Design Area, Final: between 10,000 and 15,000 sq um

Timing
  – Worst hold slack: 0.481 ns
  – Crit share post-route: 0.697
  – Post-route minimum period: roughly 3.8 ns
  – Final setup viols: 0
  – RSZ-0062 raised after global routing: false
  – Skew final: 0.00665 ns
  – Hold Fails Final Rpt: 0
  – Fin worst setup slack: around 1.6 ns
  – Slew HR: 0.424
  – Worst-Margin Slew: 0.858 ns
  – Fmax: 266 MHz
  – Final Max Tran Viols: 0
  – Setup TNS: 0 ns

Worst hold path
  – Min-delay worst type: reg -> reg

Synthesis
  – Synth warnings: 1
  – Synthesis area per yosys: approximately 8400 sq um
  – Post-synth top flop: edfxtp_1
  – Async S/R FF share, synth: 0
  – Synth unique cells: roughly 54
  – Flops after synth: approximately 150
  – Avg Cell Area, Syn: 12.8 sq um
  – Synthesized area: roughly 8400 sq um
  – Post-synthesis sequential area ratio: 0.504
  – Post-synthesis cell count from yosys: approximately 650
  – Synth Instances: between 600 and 700
  – Post-synth EDFFs: between 100 and 150

Placement
  – Post-place instance area: ~9600 sq um
  – Global placer's final weighted congestion: ~0.9
  – Hpwl dp: about 18 mm
  – Port Buffer Count: 79
  – Pre-CTS setup slack: about 1.3 ns

Outcome
  – Outcome: finished clean
==> Yosys cell counts (2+ instances only) <==
library cell	count	area (sq um)
dfxtp_1	19	380
a22o_1	17	149
and2_1	12	75.1
nand3_1	7	35.0
nor2b_1	25	156
o21ai_0	5	25.0
nand4b_2	2	30.0
nor3_1	14	70.1
o211ai_1	6	45.0
edfxtp_1	128	3840
nor4bb_1	2	20.0
and4b_1	2	20.0
a221o_1	13	130
a221oi_1	12	105
a22oi_1	6	45.0
a41oi_1	5	43.8
o22ai_1	2	12.5
mux2i_1	69	691
mux4_2	28	631
a211oi_1	38	285
nand3b_1	6	45.0
buf_2	27	135
nor3b_1	3	22.5
nand2_1	9	33.8
o22ai_2	5	62.6
nand4_1	5	31.3
a2111oi_0	5	43.8
buf_1	7	26.3
a211oi_2	26	325
o21ai_1	3	15.0
nor2_1	21	78.8
o21bai_1	8	60.1
buf_6	9	101
nand2b_1	9	56.3
a21oi_1	41	205
mux2_2	6	67.6
inv_1	10	37.5
clkbuf_1	24	90.1
or2_2	3	18.8
==> layout make-up <==
cell class | instances | area share
clock buffer | 19 | 0.0427
clock inverter | 13 | 0.0116
inverter | 10 | 0.00370
multi-input combinational | 441 | 0.377
sequential | 147 | 0.417
tap | 372 | 0.0459
timing repair buffer | 114 | 0.103
==> path summary, 6_finish.rpt <==
kind	from	end	slack [ns]	cells past startpoint
max	core_state[2]	registers[8][5]$_SDFFCE_PN0P_	1.64	5
min	rt[0]$_SDFFE_PP0P_	rt[0]$_SDFFE_PP0P_	0.48	2
max reg2reg	nzp[1]$_SDFFE_PP0P_	registers[1][2]$_SDFFCE_PN0P_	2.82	6
min reg2reg	rt[0]$_SDFFE_PP0P_	rt[0]$_SDFFE_PP0P_	0.48	2
==> power by group through the flow <==
stage / Combinational, mW / Sequential [mW] / Clock (mW)
after CTS: 0.344 / 1.33 / 1.12
after global routing: 0.365 / 1.34 / 1.16
final: 0.344 / 1.33 / 1.10
==> metal layers <==
layer / vias up / global-route usage
li1: 2786 / -
met1: 3024 / 0.257
met2: 240 / 0.305
met3: 30 / 0.0724
met4: 0 / 0.0403
met5: - / 0.00696
==> through the flow <==
stage               std cells  total power, mW
floorplan                 666             1.54
global placement         1084             1.69
detailed placement       1084             1.69
CTS                      1116             2.79
global route             1116             2.86
finish                   1116             2.78
==> logic make-up after synthesis <==
group	Yosys count	share of synthesized area
compound gates	198	0.192
buf+inv	78	0.0474
flops	147	0.504
mux	103	0.166
other cells	1	0.000447
simple gates	127	0.0905
==> sequential cells by signal, indices dropped and copies added, names as in the netlist <==
signal,flops
registers,128
rs,8
rt,8
nzp,3
==> worst register-to-register path, stage by stage, from the launching register on <==
cell,delay (ns)
dfxtp_1,0.38
a222oi_1,0.11
buf_4,0.18
nand2_2,0.12
or4b_1,0.44
buf_4,0.28
o21bai_1,0.69
==> cells in the final DEF (no fill, tap or decap), types with 3 or more instances in the layout <==
| cell type | instances |
|---|---|
| a41oi_1 | 5 |
| nor3_1 | 14 |
| o21ai_1 | 3 |
| o21ai_0 | 5 |
| clkbuf_16 | 17 |
| nand2_1 | 9 |
| a211oi_1 | 38 |
| or2_2 | 3 |
| nor2b_1 | 25 |
| conb_1 | 13 |
| clkdlybuf4s50_1 | 77 |
| a221o_1 | 13 |
| o22ai_2 | 5 |
| and2_1 | 12 |
| nand4_1 | 5 |
| edfxtp_1 | 128 |
| buf_4 | 35 |
| a211oi_2 | 26 |
| clkinv_2 | 3 |
| clkinv_1 | 5 |
| o21bai_1 | 8 |
| a22oi_1 | 6 |
| a22o_1 | 17 |
| a21oi_1 | 41 |
| a2111oi_0 | 5 |
| nand3_1 | 7 |
| a221oi_1 | 12 |
| mux2_2 | 6 |
| nor2_1 | 21 |
| nand2b_1 | 9 |
| o211ai_1 | 6 |
| dfxtp_1 | 19 |
| inv_1 | 10 |
| mux2i_1 | 69 |
| nor3b_1 | 3 |
| nand3b_1 | 6 |
| mux4_2 | 28 |
Power figures rest on the tool's default switching activity, not on a simulated workload.
