==> design.v <==
`default_nettype none
`timescale 1ns/1ns
module alu (
    input  wire         clk,
    input  wire         reset,
    input  wire         enable,  
    input  reg  [3:0]   core_state,
    input  reg  [1:0]   decoded_alu_arithmetic_mux,
    input  reg          decoded_alu_output_mux,
    input  reg  signed [7:0]   rs,
    input  reg  signed [7:0]   rt,
    output reg  [7:0]          alu_out
);
    localparam ADD = 2'b00,
               SUB = 2'b01,
               MUL = 2'b10,
               DIV = 2'b11;
    always @(posedge clk) begin 
        if (reset) begin 
            alu_out <= 8'b0;
        end else if (enable) begin
            if (core_state == 4'b0110) begin 
                if (decoded_alu_output_mux == 1) begin 
                    alu_out <= {5'b0, ($signed(rs) - $signed(rt) > 0), ($signed(rs) - $signed(rt) == 0), ($signed(rs) - $signed(rt) < 0)};
                end else begin 
                    case (decoded_alu_arithmetic_mux)
                        ADD: begin 
                            alu_out <= rs + rt;
                        end
                        SUB: begin 
                            alu_out <= rs - rt;
                        end
                        MUL: begin 
                            alu_out <= rs * rt;
                        end
                        DIV: begin 
                            alu_out <= rs / rt;
                        end
                    endcase
                end
            end
        end
    end
endmodule
==> run.sh <==
#!/bin/bash
# OpenROAD 26Q1-2900-gdf79404cd8, Yosys 0.63+post, stock flow scripts
make -C /OpenROAD-flow-scripts/flow DESIGN_CONFIG=/design/flow/config.mk WORK_HOME=/design/flow/orfs finish
==> config.mk <==
export PLATFORM = sky130hd
export DESIGN_NAME = alu
export DESIGN_NICKNAME = alu
export VERILOG_FILES = /design/flow/design.v
export SDC_FILE = /design/flow/constraint.sdc
export NUM_CORES = 4
export LEC_CHECK = 1
export CORE_UTILIZATION = 40
==> constraint.sdc <==
current_design alu

set clk_period 26.3
set clk_io_pct 0.2

create_clock -name clk0 -period $clk_period [get_ports {clk}]

set non_clock_inputs [all_inputs -no_clocks]
set_input_delay [expr $clk_period * $clk_io_pct] -clock clk0 $non_clock_inputs
set_output_delay [expr $clk_period * $clk_io_pct] -clock clk0 [all_outputs]
==> impl_metrics.csv <==
group,metric,value,unit
run_status,status,"finished clean",
setup_path,worstPathArrival,19.55,ns
die,pin_count,34,
sta,maxSlewViolCount,0,
sta,slew_headroom,0.598,
setup_path,crit_path_end_kind,"flip-flop",
yosys,avgSynthCellArea,7.42,um^2
yosys,async_flop_share,0,
yosys,synth_top_area_share,0.223,
yosys,top_logic_kind,"adder cells",
yosys,ys_warn_count,1,
sta,fmax,0.0515,GHz
cells_and_area,largest_register,"alu_out",
clock_tree,insertion_delay,0.23,ns
cells_and_area,layout-drive-gt1-share,0.0365,
yosys,yosys_cells,582,
pwr,peakVddDrop,0.0000298,V
yosys,synth_cell_type_count,72,
grt,overflow,0,
clock_tree,clock_path_buffers,2,
placement,dp_hpwl,9.97,mm
job,cap_violations,0,
setup_path,crit_type,"input pin to flip-flop",
job,warnings,30,
yosys,ys_sh_aoi,0.233,
placement,io_buffers,33,
yosys,edf_count,0,
sta,period_needed,19.43,ns
placement,placedCellCount,736,
setup_path,crit_path_max_incr_delay,0.71,ns
routing,drt_iter0_drc,226,
cells_and_area,stdcell_area,0.00481,mm^2
yosys,ys.flop_type,"dfxtp_1",
routing,drc,0,
die,core-area,0.0104,mm^2
pwr,p_per_area,49.8,mW/mm^2
yosys,netlist_top_cells_count,"ha_1, nor2_1, inv_1, xnor2_1, nand2_1",
grt,antenna_found_initial,0,
sta,setup_slack,6.87,ns
cells_and_area,largestRegisters,"alu_out (8)",
sta,setup_tns,0,ns
routing,vias_per_cell,5.71,
routing,wl,12.3,mm
clock_tree,path_clk_slew,0.04,ns
die,chip_area,0.0112,mm^2
yosys,ys_seq_frac,0.0371,
setup_path,cpMaxStageDelayCell,"clkdlybuf4s50_1",
sta,hold_viol,0,
yosys,ys_sh_simple,0.237,
yosys,synthAdderAreaFrac,0.288,
placement,place_area,0.00476,mm^2
grt,grt_first_pass_wirelength,20.6,mm
clock_tree,cts_hold_buf,0,
clock_tree,root_buffer,"clkbuf_8",
routing,first_pass_iters,5,
yosys,synthCells,582,
die,rows,37,
die,die_h,106,um
yosys,xor_share,0.116,
clock_tree,cts_buffers,3,
cells_and_area,synthToLayoutAreaGrowth,11.2,%
die,fp_util,0.415,
yosys,synthTopCellsByArea,"ha_1, xnor2_1, fa_1",
routing,ant_nets,0,
clock_tree,cts_resized,0,
setup_path,critPathLaunchType,"input pin",
setup_path,cpMostUsedCell,"ha_1",
setup_path,critical_path_required,26.41,ns
setup_path,path_max_fanout,13,
placement,gp_congestion,0.939,
yosys,top_cell,"ha_1",
pwr,power.total,0.239,mW
sta,setup_viol,0,
sta,rsz0062_at_grt,"false",
yosys,synth_flops,8,
sta,fin_skew,0,ns
clock_tree,cts_htree_levels,1,
sta,whs,0.450,ns
clock_tree,post_cts_buffers,0,
routing,wire_per_inst,16.7,um
yosys,yosys_area,0.00432,mm^2
sta,min_period_over_period,0.739,
pwr,power_leakage,2.09,nW
routing,diodes,0,
cells_and_area,utilization,0.461,
die,dieWidth,106,um
grt,grt_pass1_vias,4102,
cells_and_area,nFillCells,1032,
yosys,yosys.area.top_type,"ha_1",
routing,num_vias,4218,
yosys,syn-cell-area,0.00432,mm^2
grt,grt_util_all_layers,0.234,
min_path,holdCritPathClass,"flip-flop to flip-flop",
placement,dp_slack,6.76,ns
clock_tree,cts.sinks,8,
grt,grt_max_degree,15,
cells_and_area,layoutNonFillerInstCount,739,
yosys,ys_sh_mux,0.0240,
sta,tightestPinTransition,0.595,ns
clock_tree,cts_tree,"built",
cells_and_area,largest_register_ffs,8,
## report_power, final
group / internal, mW / switching (mW) / total, mW
clock: 0.00993 / 0.00501 / 0.0149
sequential: 0.0124 / 0.000111 / 0.0125
combinational: 0.0895 / 0.123 / 0.212
## path summary, 6_finish.rpt
| check | start | endpoint | slack, ns | cells after the start |
|---|---|---|---|---|
| setup / recovery | rt[0] | alu_out[1]$_SDFFE_PP0P_ | 6.87 | 58 |
| hold / removal | alu_out[3]$_SDFFE_PP0P_ | alu_out[3]$_SDFFE_PP0P_ | 0.45 | 2 |
| setup reg to reg | alu_out[7]$_SDFFE_PP0P_ | alu_out[7]$_SDFFE_PP0P_ | 25.54 | 2 |
| hold reg to reg | alu_out[3]$_SDFFE_PP0P_ | alu_out[3]$_SDFFE_PP0P_ | 0.45 | 2 |
## final cells by class
| type | instances | area (um^2) | area share |
|---|---|---|---|
| clock buffers | 3 | 41.3 | 0.00859 |
| inverters | 50 | 188 | 0.0391 |
| multi-input cells | 504 | 3880 | 0.807 |
| flip-flops and latches | 8 | 160 | 0.0333 |
| well taps | 136 | 170 | 0.0354 |
| repair buffers | 38 | 368 | 0.0765 |
## layer usage
| layer | share of wire | global-route usage | up-vias |
|---|---|---|---|
| met4 | 0.013 | 0.0298 | 0 |
| met5 | 0 | 0 | - |
| met3 | 0.042 | 0.0119 | 10 |
| met1 | 0.51 | 0.363 | 1953 |
| met2 | 0.43 | 0.370 | 111 |
| li1 | - | - | 2144 |
## critical path, delay by kind of cell
family | cells | cell delay [ns]
AND-OR/OR-AND | 22 | 4.25
AND/OR/NAND/NOR | 21 | 4.69
buffers and inverters | 4 | 1.66
multiplexers | 2 | 0.77
adder cells (fa/ha/maj) | 9 | 2.88
## logic make-up (layout without fill, tap and decap cells)
logic type | count (synthesis) | in the layout
flip-flops | 8 | 8
AND-OR/OR-AND | 146 | 146
XOR/XNOR | 57 | 57
adder cells (fa/ha/maj) | 91 | 91
buffers and inverters | 70 | 91
AND/OR/NAND/NOR | 200 | 200
multiplexers | 10 | 10
## cell usage in the layout, fill, tap and decap left out, types with 7 or more instances in the layout
master / n
a211oi_1: 8
a21o_1: 7
a21oi_1: 36
a31oi_1: 8
and2_1: 15
clkdlybuf4s50_1: 33
dfxtp_1: 8
fa_1: 14
ha_1: 77
inv_1: 49
mux2i_1: 7
nand2_1: 43
nand2b_1: 9
nand3_1: 11
nor2_1: 53
nor2b_1: 8
nor3_1: 19
o21a_1: 14
o21ai_0: 20
o22ai_1: 7
or3_1: 8
xnor2_1: 44
xor2_1: 13
Power and IR drop assume default switching activity.
